--- flow/run.sh ---
#!/bin/bash
# OpenROAD 26Q1-2900-gdf79404cd8, Yosys 0.63+post, stock flow scripts
make -C /OpenROAD-flow-scripts/flow DESIGN_CONFIG=/design/flow/config.mk WORK_HOME=/design/flow/orfs finish
--- flow/design.v ---
`timescale 1ns / 1ps
module CLK_DIV_module#(
    parameter    P_CLK_DIV_CNT = 2
)(
    input        i_clk              ,
    input        i_rst              ,
    output       o_clk_div    
    );
reg  ro_clk_div                     ;
reg  [15:0] r_cnt                   ;
assign o_clk_div = ro_clk_div       ;
always @(posedge i_clk , posedge i_rst) begin
    if(i_rst) begin
        r_cnt <= 'd0                ;
    end
    else if (r_cnt >= (P_CLK_DIV_CNT >> 1)-1) begin
        r_cnt <= 'd0                ;
    end
    else begin
        r_cnt <= r_cnt + 'd1        ;
    end
end
always @(posedge i_clk , posedge i_rst) begin
    if(i_rst) begin
        ro_clk_div <= 'd0           ;
    end
    else if (r_cnt >= (P_CLK_DIV_CNT >> 1)-1) begin
        ro_clk_div <= ~ro_clk_div   ;
    end
    else begin
        ro_clk_div <= ro_clk_div    ;
    end   
end
endmodule
`timescale 1ns / 1ps
module rst_gen_module#(
    parameter  P_RST_CYCLE = 1     
)(
    input      i_clk               ,
    output     o_rst 
);
reg            ro_rst = 'd1        ;
reg    [7:0]   r_cnt  = 'd0        ;
assign         o_rst  = ro_rst     ;
always @(posedge i_clk ) begin
    if (r_cnt == P_RST_CYCLE - 1 || P_RST_CYCLE == 0) begin
        r_cnt <= r_cnt             ;
    end
    else begin
        r_cnt <= r_cnt + 'd1       ;
    end
end
always @(posedge i_clk ) begin
    if (r_cnt == P_RST_CYCLE - 1 || P_RST_CYCLE == 0) begin
        ro_rst <= 'd0              ;
    end
    else begin
        ro_rst <= 'd1              ;
    end
end
endmodule
`timescale 1ns / 1ps
module uart_drive#(
    parameter                               P_SYSTEM_CLK      = 50_000_000   ,  
    parameter                               P_UART_BUADRATE   = 9600         , 
    parameter                               P_UART_DATA_WIDTH = 8            ,
    parameter                               P_UART_STOP_WIDTH = 1            ,
    parameter                               P_UART_CHECK      = 0               
)(                           
    input                                   i_clk                            ,
    input                                   i_rst                            ,
    input                                   i_uart_rx                        ,
    output                                  o_uart_tx                        ,
    input    [P_UART_DATA_WIDTH - 1 : 0]    i_user_tx_data                   ,
    input                                   i_user_tx_valid                  ,
    output                                  o_user_tx_ready                  ,
    output    [P_UART_DATA_WIDTH - 1 : 0]   o_user_rx_data                   ,
    output                                  o_user_rx_valid                  ,
    output                                  o_user_clk                       , 
    output                                  o_user_rst                         
    );
localparam                                   P_CLK_DIV_NUMBER = P_SYSTEM_CLK / P_UART_BUADRATE ;
wire                                         w_uart_buadclk                  ;
wire                                         w_uart_buadclk_rst              ;
assign                                       o_user_clk = w_uart_buadclk     ; 
assign                                       o_user_rst = w_uart_buadclk_rst ; 
CLK_DIV_module#(
    .P_CLK_DIV_CNT                           (P_CLK_DIV_NUMBER  )     
)CLK_DIV_module_u0(
    .i_clk                                   (i_clk             )   ,
    .i_rst                                   (i_rst             )   ,
    .o_clk_div                               (w_uart_buadclk    )  
);
rst_gen_module#(
    .P_RST_CYCLE                             (10                )   
)rst_gen_module_u0(
    .i_clk                                   (w_uart_buadclk    )   ,
    .o_rst                                   (w_uart_buadclk_rst)
);
uart_rx#(
    .P_SYSTEM_CLK                            (P_SYSTEM_CLK      )   ,  
    .P_UART_BUADRATE                         (P_UART_BUADRATE   )   , 
    .P_UART_DATA_WIDTH                       (P_UART_DATA_WIDTH )   ,
    .P_UART_STOP_WIDTH                       (P_UART_STOP_WIDTH )   ,
    .P_UART_CHECK                            (P_UART_CHECK      )                          
)uart_rx_u0(                           
    .i_clk                                   (w_uart_buadclk    )   ,
    .i_rst                                   (w_uart_buadclk_rst)   ,
    .i_uart_rx                               (i_uart_rx         )   ,
    .o_user_rx_data                          (o_user_rx_data    )   ,
    .o_user_rx_valid                         (o_user_rx_valid   )   
);
uart_tx#(
    .P_SYSTEM_CLK                            (P_SYSTEM_CLK      )   ,  
    .P_UART_BUADRATE                         (P_UART_BUADRATE   )   , 
    .P_UART_DATA_WIDTH                       (P_UART_DATA_WIDTH )   ,
    .P_UART_STOP_WIDTH                       (P_UART_STOP_WIDTH )   ,
    .P_UART_CHECK                            (P_UART_CHECK      )
)uart_tx_u0(                           
    .i_clk                                   (w_uart_buadclk    )   ,
    .i_rst                                   (w_uart_buadclk_rst)   ,
    .o_uart_tx                               (o_uart_tx         )   ,
    .i_user_tx_data                          (i_user_tx_data    )   ,
    .i_user_tx_valid                         (i_user_tx_valid   )   ,
    .o_user_tx_ready                         (o_user_tx_ready   )          
);
endmodule
`timescale 1ns / 1ps
module uart_rx#(
    parameter                               P_SYSTEM_CLK      = 50_000_000   ,  
    parameter                               P_UART_BUADRATE   = 9600         , 
    parameter                               P_UART_DATA_WIDTH = 8            ,
    parameter                               P_UART_STOP_WIDTH = 1            ,
    parameter                               P_UART_CHECK      = 0               
)(                           
    input                                   i_clk                            ,
    input                                   i_rst                            ,
    input                                   i_uart_rx                        ,
    output    [P_UART_DATA_WIDTH - 1 : 0]   o_user_rx_data                   ,
    output                                  o_user_rx_valid
    );
reg    [P_UART_DATA_WIDTH - 1 : 0]          ro_user_rx_data                  ;
reg                                         ro_user_rx_valid                 ;
reg    [1 : 0]                              r_uart_rx                        ;
reg    [7 : 0]                              r_cnt                            ;
reg                                         r_rx_check                       ;
assign        o_user_rx_data   =  ro_user_rx_data                            ;
assign        o_user_rx_valid  =  ro_user_rx_valid                           ;                              
always @(posedge i_clk, posedge i_rst) begin
    if(i_rst)begin
        r_uart_rx  <= 2'b11                                                  ;
    end
    else begin
        r_uart_rx  <= {r_uart_rx[0], i_uart_rx}                              ; 
    end    
end
always @(posedge i_clk, posedge i_rst) begin
    if(i_rst)begin
        r_cnt      <= 'd0                                                    ;
    end
    else if(r_cnt >= 2 + P_UART_DATA_WIDTH + P_UART_STOP_WIDTH -1) begin
        r_cnt      <= 'd0                                                    ;
    end
    else if(r_uart_rx[1] == 0 || r_cnt > 0) begin
        r_cnt      <= r_cnt + 1                                              ;
    end
    else begin
        r_cnt      <= r_cnt                                                  ;
    end    
end
always @(posedge i_clk, posedge i_rst) begin
    if(i_rst)begin
        ro_user_rx_data <= 'd0                                               ;                                              
    end
    else if(r_cnt >= 1 && r_cnt <= P_UART_DATA_WIDTH)begin
        ro_user_rx_data <= {r_uart_rx[1] , ro_user_rx_data[P_UART_DATA_WIDTH - 1 : 1]}   ; 
    end
    else begin
        ro_user_rx_data <= ro_user_rx_data                                   ; 
    end
end
always @(posedge i_clk, posedge i_rst) begin
    if(i_rst)begin
        ro_user_rx_valid  <=  'd0                                            ;
    end
    else if(r_cnt == P_UART_DATA_WIDTH + 1 && P_UART_CHECK == 0)begin
        ro_user_rx_valid  <=  'd1                                            ;
    end
    else if(r_cnt == P_UART_DATA_WIDTH + 1 && P_UART_CHECK == 1 && r_rx_check == !r_uart_rx[1])begin 
        ro_user_rx_valid  <=  'd1                                            ;
    end
    else if(r_cnt == P_UART_DATA_WIDTH + 1 && P_UART_CHECK == 2 && r_rx_check == r_uart_rx[1])begin 
        ro_user_rx_valid  <=  'd1                                            ;
    end
    else begin
        ro_user_rx_valid  <=  'd0                                            ;
    end
end
always @(posedge i_clk, posedge i_rst) begin
    if(i_rst)begin 
        r_rx_check  <=  'd0                                                  ;
    end
    else if(r_cnt >= 1 && r_cnt <= P_UART_DATA_WIDTH) begin 
        r_rx_check  <= ~(r_rx_check ^ r_uart_rx[1])                          ;
    end                         
    else begin                          
        r_rx_check  <=  'd0                                                  ;
    end
end
endmodule
`timescale 1ns / 1ps
module uart_tx#(
    parameter                               P_SYSTEM_CLK      = 50_000_000   ,  
    parameter                               P_UART_BUADRATE   = 9600         , 
    parameter                               P_UART_DATA_WIDTH = 8            ,
    parameter                               P_UART_STOP_WIDTH = 1            ,
    parameter                               P_UART_CHECK      = 0               
)(                           
    input                                   i_clk                            ,
    input                                   i_rst                            ,
    output                                  o_uart_tx                        ,
    input    [P_UART_DATA_WIDTH - 1 : 0]    i_user_tx_data                   ,
    input                                   i_user_tx_valid                  ,
    output                                  o_user_tx_ready                  
);
reg                                         ro_uart_tx                       ;
reg                                         ro_user_tx_ready                 ;
reg   [15:0]                                r_cnt                            ;
reg   [P_UART_DATA_WIDTH - 1 : 0]           r_tx_data                        ;
reg                                         r_tx_check                       ;
wire                                        w_tx_active                      ;
assign    o_uart_tx       = ro_uart_tx                                       ;
assign    o_user_tx_ready = ro_user_tx_ready                                 ;
assign    w_tx_active     = i_user_tx_valid & o_user_tx_ready                ;
always @(posedge i_clk, posedge i_rst) begin
    if(i_rst)begin
        ro_user_tx_ready <= 'd1                                              ;
    end 
    else if(w_tx_active) begin
        ro_user_tx_ready <= 'd0                                              ;
    end 
    else if(r_cnt >= 2 + P_UART_DATA_WIDTH + P_UART_STOP_WIDTH -1) begin
        ro_user_tx_ready <= 'd1                                              ;
    end                           
    else begin                            
        ro_user_tx_ready <= ro_user_tx_ready                                 ;
    end
end
always @(posedge i_clk, posedge i_rst) begin
    if(i_rst)begin
        r_cnt <= 'd0                                                         ;
    end
    else if(r_cnt >= 2 + P_UART_DATA_WIDTH + P_UART_STOP_WIDTH -1) begin
        r_cnt <= 'd0                                                         ;
    end                          
    else if(!ro_user_tx_ready) begin                          
        r_cnt <= r_cnt + 1                                                   ;
    end                          
    else begin                          
        r_cnt <= r_cnt                                                       ;
    end
end
always @(posedge i_clk, posedge i_rst) begin
    if(i_rst)begin 
        r_tx_data   <=  'd0                                                  ;
    end                          
    else if(w_tx_active)begin                          
        r_tx_data   <=  i_user_tx_data                                       ;
    end                          
    else if(!ro_user_tx_ready) begin                          
        r_tx_data   <=  r_tx_data >> 1                                       ;
    end                          
    else begin                          
        r_tx_data   <=  r_tx_data                                            ;
    end                          
end                          
always @(posedge i_clk, posedge i_rst) begin                          
    if(i_rst)begin                           
        ro_uart_tx  <=  'd1                                                  ;
    end                          
    else if(w_tx_active)begin                          
        ro_uart_tx  <=  'd0                                                  ;
    end
    else if(!ro_user_tx_ready && r_cnt == 3 + P_UART_DATA_WIDTH -3)begin
        ro_uart_tx  <=  r_tx_check                                           ;
    end
    else if(!ro_user_tx_ready && r_cnt >= 3 + P_UART_DATA_WIDTH -2)begin
        ro_uart_tx  <=  'd1                                                  ;
    end                          
    else if(!ro_user_tx_ready) begin                          
        ro_uart_tx  <=  r_tx_data[0]                                         ;
    end                          
    else begin                          
        ro_uart_tx  <=  'd1                                                  ;
    end
end
always @(posedge i_clk, posedge i_rst) begin
    if(i_rst)begin 
        r_tx_check  <=  'd0                                                  ;
    end
    else if(!ro_user_tx_ready && P_UART_CHECK==1 ) begin 
        r_tx_check  <= ~(r_tx_check ^ ro_uart_tx)                            ;
    end
    else if(!ro_user_tx_ready && P_UART_CHECK==2 ) begin 
        r_tx_check  <=   r_tx_check ^ ro_uart_tx                             ;
    end                          
    else begin                          
        r_tx_check  <=   r_tx_check                                          ;
    end
end
endmodule
--- flow/constraint.sdc ---
current_design uart_drive

set clk_period 2.8
set clk_io_pct 0.2

create_clock -name clk0 -period $clk_period [get_ports {i_clk}]

set non_clock_inputs [all_inputs -no_clocks]
set_input_delay [expr $clk_period * $clk_io_pct] -clock clk0 $non_clock_inputs
set_output_delay [expr $clk_period * $clk_io_pct] -clock clk0 [all_outputs]
--- flow/config.mk ---
export PLATFORM = sky130hd
export DESIGN_NAME = uart_drive
export DESIGN_NICKNAME = uart_drive
export VERILOG_FILES = /design/flow/design.v
export SDC_FILE = /design/flow/constraint.sdc
export NUM_CORES = 4
export LEC_CHECK = 1
export CORE_UTILIZATION = 50
==> node_exporter_impl.prom <==
# HELP chip_impl_metric Implementation results
# TYPE chip_impl_metric gauge
chip_impl_metric{name="route.antenna.remaining_nets",unit=""} 0
chip_impl_metric{name="drv_slew",unit=""} 0
chip_impl_metric{name="synth-edff-count",unit=""} 8
chip_impl_metric{name="powerDensity",unit="nW/um2"} 325.6
chip_impl_metric{name="synth.distinct_cells",unit=""} 35
chip_impl_info{name="critical_path_startpoint_category",value="register"} 1
chip_impl_metric{name="unconstrained_endpoints",unit=""} 58
chip_impl_info{name="cts_tree",value="done"} 1
chip_impl_metric{name="swShare",unit=""} 0.2152
chip_impl_metric{name="horizontal_die_dimension",unit="um"} 78.29
chip_impl_metric{name="post-dp-hpwl",unit="mm"} 2.703
chip_impl_metric{name="final_layout_size_suffix_gt1_frac",unit=""} 0.08156
chip_impl_info{name="min-delay-path-class",value="reg2reg"} 1
chip_impl_metric{name="synth_area_per_cell",unit="um2"} 12.23
chip_impl_metric{name="fmax",unit="GHz"} 0.5682
chip_impl_metric{name="ys_ff",unit=""} 71
chip_impl_metric{name="drt-total-wl",unit="mm"} 3.806
chip_impl_metric{name="last_weighted_congestion_value_of_the_routability_driven_placer",unit=""} 0.8446
chip_impl_metric{name="worst_setup_hold_path_clk_slew",unit="ps"} 60
chip_impl_metric{name="placed_area",unit="um2"} 3307
chip_impl_metric{name="unclocked_regs",unit=""} 54
chip_impl_metric{name="setup_violations",unit=""} 0
chip_impl_info{name="setup_repair_after_global_routing_missed_its_margin",value="false"} 1
chip_impl_metric{name="tritoncts.num_buffers",unit=""} 3
chip_impl_metric{name="synth.yosys.seq_area_share",unit=""} 0.6242
chip_impl_metric{name="hold-worst-slack",unit="ps"} 480.3
chip_impl_metric{name="drc_errors",unit=""} 0
chip_impl_info{name="ys_dominant_reg_cell",value="dfrtp_1"} 1
chip_impl_metric{name="dr.first_iter.drc_count",unit=""} 68
chip_impl_metric{name="port_buffer_count",unit=""} 24
chip_impl_metric{name="floorplan.initialDensity",unit=""} 0.5221
chip_impl_metric{name="timing_hold_violations_final",unit=""} 0
chip_impl_info{name="layout_top_cell_excl_fill_tap",value="dfrtp_1"} 1
chip_impl_metric{name="grt_first_pass_wirelength",unit="mm"} 7.093
chip_impl_metric{name="detail_route.first_pass.iterations",unit=""} 4
chip_impl_metric{name="grt_use_total",unit=""} 0.1489
chip_impl_metric{name="finalWorstPathRequiredPeriod",unit="ps"} 1760
chip_impl_metric{name="cellInternalPower",unit="uW"} 856.9
chip_impl_metric{name="share_clk_of_total_power",unit=""} 0.161
chip_impl_metric{name="row_count",unit=""} 27
chip_impl_metric{name="leakage",unit="uW"} 0.001485
chip_impl_metric{name="globalRouteOverflowTotal",unit=""} 0
chip_impl_metric{name="final_core_util",unit=""} 0.6016
chip_impl_metric{name="placeableCoreArea",unit="um2"} 5574
chip_impl_info{name="setup.worst_path.end_class",value="register"} 1
chip_impl_metric{name="sequentialPowerShare",unit=""} 0.657
chip_impl_metric{name="via_per_inst",unit=""} 4.766
chip_impl_metric{name="route.vias.total",unit=""} 1687
chip_impl_metric{name="crit_path_max_fanout",unit=""} 13
chip_impl_metric{name="timing.max_cap.violations",unit=""} 0
chip_impl_metric{name="placement.setup.worst_slack",unit="ps"} 1025
chip_impl_metric{name="setup_ws",unit="ps"} 1040
chip_impl_metric{name="yosys_warnings",unit=""} 4
chip_impl_metric{name="routed_wire_length_per_instance",unit="um"} 10.75
chip_impl_metric{name="die-area",unit="um2"} 6129
chip_impl_metric{name="max_slew_margin",unit=""} 0.5829
chip_impl_metric{name="yosys_area",unit="um2"} 2910
chip_impl_metric{name="openroad.warnings",unit=""} 32
chip_impl_metric{name="cts.repair.resized",unit=""} 0
chip_impl_metric{name="die_height",unit="um"} 78.29
chip_impl_metric{name="synth_cells",unit=""} 238
chip_impl_metric{name="combinationalPowerShare",unit=""} 0.182
chip_impl_metric{name="hold_buffers",unit=""} 0
chip_impl_metric{name="postSynth.asyncResetShare",unit=""} 0.8732
chip_impl_metric{name="deepest_level_of_the_cts_h_tree",unit=""} 1
chip_impl_metric{name="grt_antenna_before_repair",unit=""} 0
chip_impl_metric{name="design_area",unit="um2"} 3353
chip_impl_metric{name="netlist_area",unit="um2"} 2910
chip_impl_metric{name="clk_path_buf_depth",unit=""} 2
chip_impl_metric{name="insertedDiodeCount",unit=""} 0
chip_impl_metric{name="totalNegativeSetupSlack",unit="ps"} 0
chip_impl_metric{name="cp.required",unit="ps"} 2910
chip_impl_info{name="timing_worst_setup_path_type",value="reg2reg"} 1
chip_impl_metric{name="via_count_of_the_first_global_routing_pass",unit=""} 1605
chip_impl_metric{name="cp.arrival",unit="ps"} 1870
chip_impl_metric{name="layout.filler_cells",unit=""} 477
chip_impl_info{name="layout_top_cells_excl_fill_tap",value="dfrtp_1, nor2_1, clkdlybuf4s50_1"} 1
chip_impl_metric{name="switching_power",unit="uW"} 234.9
chip_impl_metric{name="io_pins",unit=""} 25
chip_impl_info{name="outcome",value="finished clean"} 1
chip_impl_metric{name="area_delta_synth_final",unit="%"} 15.22
chip_impl_metric{name="vdd_drop_max",unit="V"} 0.0005319
chip_impl_metric{name="worst_slew_pin_slew",unit="ps"} 620.0
chip_impl_metric{name="grt_start_max_net_pins",unit=""} 56
chip_impl_metric{name="ys_cells",unit=""} 238
chip_impl_info{name="clockRootBuffer",value="clkbuf_8"} 1
chip_impl_metric{name="period_utilization_post_route",unit=""} 0.6285
chip_impl_metric{name="worst_setup_skew_after_layout",unit="ps"} 1.425
chip_impl_metric{name="worst_skew_pair_later_pin_latency",unit="ps"} 240
chip_impl_metric{name="post_cts_buffers",unit=""} 0
-- power groups by stage --
stage	logic [uW]	registers [uW]	clock network [uW]
final	198	717	176
after global routing	235	725	191
after CTS	209	718	184
-- layout make-up --
class                   instances  area, um2  share of cell area
repair buffers                 26      255.2             0.07612
flip-flops and latches         71       1817              0.5418
clock buffers                   3      41.29             0.01231
inverters                      13      48.80             0.01455
clock inverters                 1      5.005            0.001493
multi-input cells             168       1096              0.3269
well taps                      72      90.09             0.02687
-- critical path, stage by stage, from the launching register on --
cell,delay (ps)
dfrtp_1,400
ha_1,260
o21ai_0,170
a211o_1,140
nand3_1,370
xor2_1,270
-- routing by layer --
| metal | part of all wire | track usage |
|---|---|---|
| met1 | 0.54 | 0.2759 |
| met2 | 0.45 | 0.2237 |
| met3 | 0.014 | 0.005903 |
| met4 | 0.0024 | 0.009259 |
| met5 | 0 | 0 |
-- metrics by stage --
stage               cells  power, uW
global route          354       1152
detailed placement    350      930.6
floorplan             257      826.1
global placement      350      930.8
CTS                   354       1111
finish                354       1092
-- state kept, by name, indices dropped and copies added (netlist names) --
register,cells
uart_rx_u0.ro_user_rx_data,8
uart_rx_u0.r_uart_rx,2
uart_tx_u0.ro_user_tx_ready,1
uart_tx_u0.ro_uart_tx,1
CLK_DIV_module_u0.ro_clk_div,1
uart_tx_u0.r_cnt,16
CLK_DIV_module_u0.r_cnt,16
uart_rx_u0.r_cnt,8
rst_gen_module_u0.ro_rst,1
uart_rx_u0.ro_user_rx_valid,1
uart_tx_u0.r_tx_data,8
rst_gen_module_u0.r_cnt,8
-- path summary, 6_finish.rpt --
path,startpoint,end,slack [ps],cells past startpoint
worst max-delay path,CLK_DIV_module_u0.r_cnt[0]$_DFF_PP0_,CLK_DIV_module_u0.ro_clk_div$_DFFE_PP0N_,1040,5
worst min-delay path,CLK_DIV_module_u0.r_cnt[0]$_DFF_PP0_,CLK_DIV_module_u0.r_cnt[0]$_DFF_PP0_,480,1
worst max register to register,CLK_DIV_module_u0.r_cnt[0]$_DFF_PP0_,CLK_DIV_module_u0.ro_clk_div$_DFFE_PP0N_,1040,5
worst min register to register,CLK_DIV_module_u0.r_cnt[0]$_DFF_PP0_,CLK_DIV_module_u0.r_cnt[0]$_DFF_PP0_,480,1
max in group asynchronous,i_rst,CLK_DIV_module_u0.r_cnt[10]$_DFF_PP0_,1720,2
min in group asynchronous,i_rst,CLK_DIV_module_u0.r_cnt[2]$_DFF_PP0_,680,2
-- logic make-up (layout without fill, tap and decap cells) --
group	count (synthesis)	in the layout	synth area share
simple gates	81	81	0.1389
buf+inv	18	43	0.02364
fa+ha+maj	10	10	0.04299
compound gates	21	21	0.04858
xor+xnor	19	19	0.05718
other cells	1	20	0.001289
flops	71	71	0.6242
mux	17	17	0.06320
-- synthesized netlist by cell type, drive strengths merged (8+ instances only) --
master | n | area, um2
ha | 10 | 125.1
a21oi | 12 | 60.06
nor2 | 32 | 120.1
nand3 | 8 | 40.04
nor4 | 8 | 65.06
xnor2 | 9 | 78.83
inv | 13 | 48.80
mux2i | 9 | 90.09
xor2 | 10 | 87.58
nand2 | 12 | 45.04
edfxtp | 8 | 240.2
mux2 | 8 | 93.84
dfrtp | 58 | 1451
No activity file was given, so power comes from the tool's default toggle rates.
