$ cat flow/config.mk
export PLATFORM = sky130hd
export DESIGN_NAME = count_module
export DESIGN_NICKNAME = count_module
export VERILOG_FILES = /design/flow/design.v
export SDC_FILE = /design/flow/constraint.sdc
export NUM_CORES = 4
export LEC_CHECK = 1
export CORE_AREA = 10 10 70 70
export DIE_AREA = 0 0 80 80
$ cat flow/constraint.sdc
current_design count_module

set clk_period 1.6
set clk_io_pct 0.2

create_clock -name clk0 -period $clk_period [get_ports {i_clk}]

set non_clock_inputs [all_inputs -no_clocks]
set_input_delay [expr $clk_period * $clk_io_pct] -clock clk0 $non_clock_inputs
set_output_delay [expr $clk_period * $clk_io_pct] -clock clk0 [all_outputs]
$ cat flow/design.v
`timescale 1ns/1ps
module count_module#(
    parameter                  P_CNT_WIDTH    = 4
)(
    input                      i_clk            ,
    input                      i_rst            ,
    input                      i_en             ,
    output                     o_led            ,
    output [P_CNT_WIDTH-1 : 0] o_cnt
);
reg  [P_CNT_WIDTH-1 : 0]       ro_cnt;
reg                            ro_led;
assign o_cnt = ro_cnt ;
assign o_led = ro_led ;
always @(posedge i_clk, posedge i_rst) begin
    if(i_rst)begin
        ro_cnt <= 'd0;
    end else begin
        ro_cnt <= ro_cnt + 1;
    end
end
always @(posedge i_clk, posedge i_rst) begin
    if(i_rst)begin
        ro_led <= 'd0;
    end else if(ro_cnt == 'd10)begin
        ro_led <= 'd1;
    end else begin
        ro_led <= 'd0;
    end
end
endmodule
$ cat flow/run.sh
#!/bin/bash
# OpenROAD 26Q1-2900-gdf79404cd8, Yosys 0.63+post, stock flow scripts
make -C /OpenROAD-flow-scripts/flow DESIGN_CONFIG=/design/flow/config.mk WORK_HOME=/design/flow/orfs finish
==> impl_metrics.ini <==
; synthesis and place-and-route metrics
[placement]
placement.io_buffers = 6
dpl.hpwl_um = 347
gp_congestion = 0.707

[clock_tree]
cts-root-to-sink-buffers = 2
cts.reportedPaths.clkPinSlew_ns = 0.04
cts_hold_repair.buffers = 0
cts_resized = 0
cts_post_setup_buffers_inserted = 0
cts_buf_count = 3
clock.latency.late_pin_ns = 0.24
cts_htree_levels = 1
cts_sinks = 5
cts_tree = built
cts_root_buffer = sky130_fd_sc_hd__clkbuf_4

[floorplan]
io_pins = 8
core_util_floorplan_pct = 5.68
dieWidth_um = 80
coreArea_um2 = 3420
fp.dieArea_um2 = 6400
placementRows = 21
die.size.y_um = 80

[sta]
final_hold_viol_count = 0
final.period_utilization_pct = 91.4
worst_slew_margin_rel_pct = 88.1
setup_repair_after_global_routing_missed_its_margin = false
min_period_ns = 1.46
whs_ns = 0.279
max_slew.worst_pin.slew_ns = 0.179
totalNegativeSetupSlack_ns = 0
finalMaxSlewViolations = 0
max_freq_mhz = 684
clock_skew_ns = 0.00121
report.final.setup_viol = 0

[pwr]
swShare_pct = 19.6
power_density_nw_per_um2 = 823
power_switching_mw = 0.0545
sequentialPowerShare_pct = 45.7
total_leakage_power_nw = 0.158
share_comb_of_total_power_pct = 1.7
vdd_drop_max_uv = 132
power.clock.fraction_pct = 52.6
cellInternalPower_mw = 0.224

[hold_path]
min_path_type = input pin to asynchronous set/reset pin

[synthesis]
synth_flops = 5
mapped_cells = 14
synth_seq_share_pct = 64.5
netlist_cell_types = 7
post_synthesis_chip_area_from_yosys_um2 = 194
yosysWarnings = 1
ys_cells = 14
post_synth_instance_area_um2 = 194
postSynthAreaPerCell_um2 = 13.9

[route]
drc = 0
vias_per_cell = 1.89
detail_route.antenna_diodes = 0
drt_pre_antenna_iters = 2
routed_wirelength_um = 420
initialDrtViolationCount = 3
postRouteAntennaNets = 0
vias = 132
routedWlPerCell_um = 6.00

[setup_path]
critical_path.max_stage_delay_ns = 0.51
start_kind = register
maximum_fanout_along_the_worst_path = 4
worst-setup-path-type = register to primary output
timing.critical_path.buf_inv = 1
timing.critical_path.cells = clkdlybuf4s50_1
critPathSlowestCell = sky130_fd_sc_hd__clkdlybuf4s50_1
cell_class_contributing_the_biggest_share_of_worst_path_delay = buffers and inverters
crit_required_ns = 1.28
worst_ep_arrival_time_ns = 1.14
timing.critical_path.to_type = primary output

[layout]
most_common_cell_after_layout_fill_and_taps_aside = sky130_fd_sc_hd__clkdlybuf4s50_1
final.fill_count = 401
multi_input_comb_area_um2 = 57.6
most_frequent_cells_in_the_layout = 6 x sky130_fd_sc_hd__clkdlybuf4s50_1, 5 x sky130_fd_sc_hd__dfrtp_1, 3 x sky130_fd_sc_hd__inv_1, 3 x sky130_fd_sc_hd__clkbuf_4, 2 x sky130_fd_sc_hd__ha_1
relative_area_change_from_synthesis_to_final_layout_pct = 74.2
ff_latch_area_um2 = 125
layout-drive-gt1-share_pct = 16.7
post-route-util_pct = 9.89

[global_routing]
globalRouteTotalUtil_pct = 1.53
grt_pass1_wl_um = 648
grt_max_degree = 6
antenna_found_initial = 0
first_global_vias = 136
global_route.overflow_total = 0

[outcome]
outcome = completed

[flow_run]
stage_log_warnings = 27
drv.max_cap_violation_count = 0
## synth_stat cells (all sizes together)
cell type,count,area [um2]
xnor2,1,8.76
xor2,1,8.76
ha,2,25.0
nand3,1,5.00
dfrtp,5,125
and3b,1,10.0
inv,3,11.3
## metrics by stage
stage / instances / worst slack (ns) / total power, mW / area [um2]
4_1_cts: 70 / 0.118 / 0.283 / 338
3_5_place_dp: 66 / 0.389 / 0.134 / 312
5_1_grt: 70 / 0.0681 / 0.296 / 338
3_3_place_gp: 66 / 0.389 / 0.134 / 312
6_report: 70 / 0.138 / 0.278 / 338
2_1_floorplan: 14 / 0.738 / 0.131 / 194
## kinds of logic (layout without fill, tap and decap cells)
family	count (synthesis)	after routing	share of synthesized area, %
flops	5	5	64.5
fa+ha+maj	2	2	12.9
simple gates	2	2	7.74
buf+inv	3	13	5.81
xor+xnor	2	2	9.03
## flip-flops by register name, indices dropped and copies added (netlist names)
register / cells
ro_cnt: 4
ro_led: 1
## worst reg2reg max path, cell delays in order (launching register included)
cell                      delay [ns]
sky130_fd_sc_hd__dfrtp_1        0.39
sky130_fd_sc_hd__inv_1          0.07
sky130_fd_sc_hd__ha_1           0.20
sky130_fd_sc_hd__and3b_2        0.18
## area by class of cell
cell class                      instances  share of cell area [%]
Sequential cell                         5                    37.0
Timing Repair Buffer                    6                    17.8
Clock buffer                            4                    7.78
Tap cell                               46                    17.0
Multi-Input combinational cell          6                    17.0
Inverter                                3                    3.33
## final timing paths
| check | start | to | slack, ns | cells after the start |
|---|---|---|---|---|
| max reg2reg | ro_cnt[0] | ro_led | 0.64 | 3 |
| min in group clk0 | ro_cnt[3] | ro_cnt[3] | 0.50 | 1 |
| max | ro_cnt[1] | o_cnt[1] | 0.14 | 1 |
| max in group asynchronous | i_rst | ro_cnt[0] | 1.16 | 2 |
| min reg2reg | ro_cnt[3] | ro_cnt[3] | 0.50 | 1 |
| min | i_rst | ro_cnt[2] | 0.28 | 2 |
## layer usage
| layer | wire (um) | up-vias | global-route usage [%] |
|---|---|---|---|
| met2 | 116 | 10 | 1.28 |
| met1 | 146 | 60 | 1.34 |
| met4 | 0 | 0 | 0.352 |
| met5 | 0 | - | 0 |
| li1 | - | 62 | - |
| met3 | 157 | 0 | 3.18 |
## power groups by stage
stage	Clock [mW]	Combinational [mW]	Sequential, mW
4_1_cts	0.151	0.00499	0.127
5_1_grt	0.163	0.00547	0.127
6_report	0.146	0.00480	0.127
No activity file was given, so power comes from the tool's default toggle rates.
