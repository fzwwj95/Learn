--- /design/flow/run.sh ---
#!/bin/bash
# OpenROAD 26Q1-2900-gdf79404cd8, Yosys 0.63+post, stock flow scripts
make -C /OpenROAD-flow-scripts/flow DESIGN_CONFIG=/design/flow/config.mk WORK_HOME=/design/flow/orfs finish
--- /design/flow/config.mk ---
export PLATFORM = sky130hd
export DESIGN_NAME = LED_Drive
export DESIGN_NICKNAME = LED_Drive
export VERILOG_FILES = /design/flow/design.v
export SDC_FILE = /design/flow/constraint.sdc
export NUM_CORES = 4
export LEC_CHECK = 1
export CORE_AREA = 10 10 104 104
export DIE_AREA = 0 0 114 114
--- /design/flow/constraint.sdc ---
current_design LED_Drive

set clk_period 3.2
set clk_io_pct 0.2

create_clock -name clk0 -period $clk_period [get_ports {i_clk}]

set non_clock_inputs [all_inputs -no_clocks]
set_input_delay [expr $clk_period * $clk_io_pct] -clock clk0 $non_clock_inputs
set_output_delay [expr $clk_period * $clk_io_pct] -clock clk0 [all_outputs]
--- /design/flow/design.v ---
`timescale 1ns / 1ps
module CLK_DIV_module#(
    parameter    P_CLK_DIV_CNT = 2
)(
    input        i_clk              ,
    input        i_rst              ,
    output       o_clk_div    
    );
reg  ro_clk_div                     ;
reg  [15:0] r_cnt                   ;
assign o_clk_div = ro_clk_div       ;
always @(posedge i_clk , posedge i_rst) begin
    if(i_rst) begin
        r_cnt <= 'd0                ;
    end
    else if (r_cnt >= (P_CLK_DIV_CNT >> 1)-1) begin
        r_cnt <= 'd0                ;
    end
    else begin
        r_cnt <= r_cnt + 'd1        ;
    end
end
always @(posedge i_clk , posedge i_rst) begin
    if(i_rst) begin
        ro_clk_div <= 'd0           ;
    end
    else if (r_cnt >= (P_CLK_DIV_CNT >> 1)-1) begin
        ro_clk_div <= ~ro_clk_div   ;
    end
    else begin
        ro_clk_div <= ro_clk_div    ;
    end   
end
endmodule
`timescale 1ns / 1ps
module LED_Drive#(
    parameter    P_LED_NUMBER    = 1       ,
    parameter    P_LED_CNT       = 1000    ,   
    parameter    P_LED_ON        = 1
)(
    input                             i_clk     ,
    input                             i_rst     ,
    output  [P_LED_NUMBER - 1 : 0]    o_led     
    );
reg  [P_LED_NUMBER - 1 : 0]           ro_led    ;
reg  [16 : 0]                         r_cnt     ;
wire w_clk_1KHz                                 ;
CLK_DIV_module#(
    .P_CLK_DIV_CNT (5000         )
)
CLK_DIV_module_U0(
    .i_clk         (i_clk        ),
    .i_rst         (i_rst        ),
    .o_clk_div     (w_clk_1KHz   ) 
);
assign o_led = ro_led                           ;
always @(posedge w_clk_1KHz, posedge i_rst) 
begin
    if(i_rst) begin
        r_cnt <= 'd0                            ;
    end
    else if(r_cnt > P_LED_CNT - 2) begin
        r_cnt <= 'd0                            ;
    end
    else begin
        r_cnt = r_cnt + 'd1                     ;
    end
end
always @(posedge w_clk_1KHz, posedge i_rst)
begin
    if(i_rst) begin
        ro_led <= 'd0                           ;
    end
    else if(r_cnt == P_LED_CNT - 1) begin
        ro_led <= ~ ro_led                      ;
    end
    else begin
        ro_led <= ro_led                        ;
    end
end
endmodule
==> reports/qor.log <==
qor: route.antenna_cells_inserted 0
qor: route.count_of_unresolved_drc_violations_after_routing 0
qor: global_route.grt_max_degree 20
qor: die.chip_area 13000 µm²
qor: die.io_pins 3
qor: timing.timing.final.max_slew_violations 0
qor: timing.unconstrained_endpoints 12
qor: die.floorplan.core_area 8680 µm²
qor: clock_tree.cts_tree yes
qor: place.globalplace.congestion 0.764
qor: timing.timing.max_slew.rel_slack 47.0%
qor: clock_tree.clock-root-buffer sky130_fd_sc_hd__clkbuf_8
qor: route.avgViaCountPerCell 3.36
qor: die.die_width 114 µm
qor: pwr.power_density 322 nW/µm²
qor: global_route.grt.overflow.total 0
qor: timing.setup_viol 0
qor: timing.unclocked_regs 18
qor: route.postRouteWirelength 2100 µm
qor: clock_tree.tritoncts_buffers 3
qor: synth.top_cell_area_share 59.1%
qor: synth.syn-instance-count 129
qor: route.routedWlPerCell 8.28 µm
qor: synth.synth.yosys.chip_area 1480 µm²
qor: clock_tree.cts_max_path_buffers 2
qor: timing.fin_crit_sh 64.8%
qor: route.detail_route.wirelength.met1 1150 µm
qor: critical_path.end_kind flip-flop
qor: layout.final_util 19.8%
qor: pwr.cellLeakagePower 0.671 nW
qor: critical_path.worst_endpoint_required_time 3.29 ns
qor: die.dieHeight 114 µm
qor: synth.edf_count 0
qor: clock_tree.skew_pair_late_insertion_delay 0.25 ns
qor: critical_path.critical_path_class flip-flop to flip-flop
qor: synth.ys_dominant_reg_cell sky130_fd_sc_hd__dfrtp_1
qor: synth.yosysUniqueCellTypes 26
qor: route.via_count 849
qor: route.drt_iter0_markers 28
qor: die.floorplan.core_util 17.1%
qor: die.num_rows 34
qor: clock_tree.htree_levels 1
qor: synth.ffs_w_async_s_r_synth 100%
qor: timing.unrepaired_setup_endpoints_after_global_routing false
qor: clock_tree.cts_hold_buffers 0
qor: clock_tree.worst_setup_hold_path_clk_slew 0.06 ns
qor: synth.synth_area_leader_cell sky130_fd_sc_hd__dfrtp_1
qor: flow_run.cap_violations 0
qor: timing.final_hold_viol_count 0
qor: route.route.top_layer_used met4
qor: synth.synthesis.area 1480 µm²
qor: clock_tree.postCtsSetupRepairBufs 0
qor: route.dr.pass1.iters 4
qor: global_route.number_of_global_route_vias_before_repair 886
qor: place.area_post_placement 1680 µm²
qor: synth.synth.most_common_cell sky130_fd_sc_hd__dfrtp_1
qor: critical_path.worstPathMaxFanout 13
qor: route.wl_met3 50 µm
qor: critical_path.crit_path_start_kind flip-flop
qor: layout.layout-drive-gt1-share 13.1%
qor: synth.syn_avg_cell_area 11.5 µm²
qor: critical_path.arrival 2.17 ns
qor: pwr.max-vdd-ir-drop 0.109 mV
qor: global_route.grt_pass1_wl 3970 µm
qor: timing.final.hold.worst_slack 0.495 ns
qor: flow_run.log_warnings 26
qor: layout.num-fill-cells 965
qor: global_route.grt_antenna_before_repair 0
qor: timing.final_critical_path_setup_slack 1.13 ns
qor: timing.fin_tns_setup 0 ns
qor: synth.ys_seq_share 59.1%
qor: layout.area_growth 16.0%
qor: place.post-dp-hpwl 1550 µm
qor: synth.yosys_warnings 2
qor: synth.top_cells_by_count sky130_fd_sc_hd__dfrtp_1 (35), sky130_fd_sc_hd__nor2_1 (16), sky130_fd_sc_hd__xnor2_1 (11)
qor: synth.yosys_cells 129
qor: worst_hold_path.timing.hold.worst.class flip-flop to flip-flop
qor: timing.worstMarginPinSlew 0.795 ns
qor: clock_tree.postCtsResizedCells 0
qor: timing.clock.fmax 0.482 GHz
qor: timing.min_period 2.07 ns
qor: timing.final.setup_skew 0.00260 ns
qor: route.met2_length 871 µm
qor: route.post_drt_antenna_nets 0
qor: layout.finish.instance_area 1720 µm²
qor: place.port_buffer_count 2
qor: synth.numSynthFlops 35
qor: run_status.outcome finished, final reports clean
qor: synth.ys_top_cells_by_area sky130_fd_sc_hd__dfrtp_1 (59%), sky130_fd_sc_hd__xnor2_1 (6.5%), sky130_fd_sc_hd__xor2_1 (4.7%)
qor: place.post-place-ws 1.14 ns
qor: global_route.grt.total_usage 3.46%
[per-stage QoR]
stage               total power, mW  cells
global placement              0.404    249
finish                        0.555    253
floorplan                     0.385    139
CTS                           0.563    253
detailed placement            0.406    249
global route                  0.583    253
[routing by layer]
layer | global-route usage, % | up-vias
li1 | - | 451
met2 | 5.20 | 2
met1 | 5.08 | 394
met5 | 0 | -
met3 | 0.691 | 2
met4 | 0.668 | 0
[path summary, 6_finish.rpt]
check,slack [ns],from,to,cells past startpoint
min in group asynchronous,0.77,i_rst,CLK_DIV_module_U0.r_cnt[10],2
max in group asynchronous,1.87,i_rst,CLK_DIV_module_U0.r_cnt[0],3
setup reg to reg,1.13,CLK_DIV_module_U0.r_cnt[0],CLK_DIV_module_U0.ro_clk_div,5
hold / removal,0.49,CLK_DIV_module_U0.r_cnt[0],CLK_DIV_module_U0.r_cnt[0],1
hold reg to reg,0.49,CLK_DIV_module_U0.r_cnt[0],CLK_DIV_module_U0.r_cnt[0],1
setup / recovery,1.13,CLK_DIV_module_U0.r_cnt[0],CLK_DIV_module_U0.ro_clk_div,5
[report_power, final]
group	switching (mW)	internal (mW)	leakage (nW)	total, mW
Combinational	0.0143	0.00688	0.188	0.0212
Clock	0.0678	0.0882	0.0228	0.156
Sequential	0.0347	0.343	0.461	0.377
[cell usage in the layout, fill, tap and decap left out, types with 3 or more instances in the layout]
cell | Yosys | final
sky130_fd_sc_hd__inv_1 | 5 | 5
sky130_fd_sc_hd__nand3_1 | 5 | 5
sky130_fd_sc_hd__ha_1 | 3 | 3
sky130_fd_sc_hd__xor2_1 | 8 | 8
sky130_fd_sc_hd__clkbuf_8 | 0 | 3
sky130_fd_sc_hd__nand2_1 | 9 | 9
sky130_fd_sc_hd__nor2_2 | 9 | 9
sky130_fd_sc_hd__dfrtp_1 | 35 | 35
sky130_fd_sc_hd__nor2_1 | 16 | 16
sky130_fd_sc_hd__xnor2_1 | 11 | 11
sky130_fd_sc_hd__nor3_1 | 8 | 8
sky130_fd_sc_hd__conb_1 | 1 | 11
sky130_fd_sc_hd__nand4_1 | 4 | 4
[cell type report]
class	count	area, µm²	area share (%)
Sequential cell	35	876	50.9
Tap cell	108	135	7.85
Inverter	5	18.8	1.09
Clock buffer	4	45.0	2.62
Multi-Input combinational cell	97	611	35.5
Timing Repair Buffer	4	35.0	2.04
[flip-flops by register name, summed over array words and instances, names as in the netlist]
register and count:
ro_led 1, CLK_DIV_module_U0.ro_clk_div 1, r_cnt 17, CLK_DIV_module_U0.r_cnt 16
[cell families after synthesis]
family / synth area share [%]
compound gates: 3.12
xor+xnor: 11.2
fa+ha+maj: 2.53
buf+inv: 2.28
flops: 59.1
other cells: 0.253
simple gates: 21.5
[worst max-delay path: stages, from the launching register on]
cell and delay (ns):
sky130_fd_sc_hd__dfrtp_1 0.41, sky130_fd_sc_hd__ha_1 0.25, sky130_fd_sc_hd__or4_1 0.49, sky130_fd_sc_hd__o41ai_2 0.25, sky130_fd_sc_hd__o21ai_2 0.29, sky130_fd_sc_hd__xor2_1 0.22
Power is estimated from default activity; no workload was simulated.
